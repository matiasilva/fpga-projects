==> /design/flow/design.v <==
`default_nettype none
module decoder #(
   parameter WORD_WIDTH = 8,
   parameter PACKET_WIDTH = 9
)(
   input wire clk,
   input wire rst,
   input wire en,
   input wire upstream_wait,
   input wire ready,
   output wire valid,
   output wire [PACKET_WIDTH-1:0] data,
   output wire last_page
);
localparam INITSEQ_SIZE  =  22;
localparam ARG_MSB       =  2;
localparam STALL_CTR_WIDTH = 24;
reg [(INITSEQ_SIZE*8)-1:0] INITSEQ = {
   8'h01, (8'b1 << 7) ,
   8'h11 , (8'b1 << 7) ,
   8'h2A  , 8'd4     , 8'h00, 8'h28, 8'h01, 8'h17 ,
   8'h2B  , 8'd4     , 8'h00, 8'h35, 8'h00, 8'hbb,
   8'h21  , (8'b1 << 6),
   8'h13  , (8'b1 << 6),
   8'h29 , (8'b1 << 6)
};  
localparam IDLE          = 3'b000;
localparam CMD           = 3'b001;
localparam ARGS          = 3'b010;
localparam STALL         = 3'b011;
localparam UPSTREAM_WAIT = 3'b100;
reg [2:0] state, state_nxt;
reg [ARG_MSB:0] arg_ctr, arg_ctr_nxt;
reg [$clog2(INITSEQ_SIZE)-1:0] ptr, ptr_nxt;
reg [STALL_CTR_WIDTH-1:0] stall_ctr, stall_ctr_nxt;
wire [WORD_WIDTH-1:0] meta               = INITSEQ[WORD_WIDTH*(ptr-1)+:WORD_WIDTH];
wire [$clog2(INITSEQ_SIZE)-1:0] ptr_page_end = ptr - 1 - meta[ARG_MSB:0];
wire stall                               = meta[7] | meta[6];
reg [PACKET_WIDTH-1:0] frame;
reg frame_valid;
always @(*) begin
   state_nxt = state;
   arg_ctr_nxt = arg_ctr;
   ptr_nxt = ptr;
   stall_ctr_nxt = stall_ctr;
   frame = 0;
   frame_valid = 1'b0;
   case (state)
      IDLE: if (en) state_nxt = CMD;
      CMD: begin
         frame = {1'b0, INITSEQ[WORD_WIDTH*ptr+:WORD_WIDTH]};
         frame_valid = 1'b1;
         if (meta[ARG_MSB:0] == 0) begin  
            state_nxt = UPSTREAM_WAIT;
         end else begin
            state_nxt = ARGS;
            arg_ctr_nxt = meta[ARG_MSB:0];
         end
      end
      ARGS: begin
         frame = {1'b1, INITSEQ[WORD_WIDTH*(ptr-arg_ctr)+:WORD_WIDTH]};
         frame_valid = 1'b1;
         if (arg_ctr == 0) begin
            state_nxt = UPSTREAM_WAIT;
         end else
            arg_ctr_nxt = arg_ctr - 1;
      end
      STALL: begin
         stall_ctr_nxt = stall_ctr - 1;
         if (stall_ctr == 0) state_nxt = last_page ? IDLE : CMD;
      end
      UPSTREAM_WAIT: begin
         if (!upstream_wait) begin
            state_nxt = stall ? STALL : (last_page ? IDLE : CMD);
            stall_ctr_nxt = meta[7] ? 10 : (meta[6] ? 5 : 0);
            ptr_nxt = ptr_page_end - 1;  
         end
      end
   endcase
end
always @(posedge clk or negedge rst) begin
   if (~rst) begin
      state <= IDLE;
      arg_ctr <= 0;
      ptr <= INITSEQ_SIZE - 1;
      stall_ctr <= 0;
   end else begin
      state <= state_nxt;
      arg_ctr <= arg_ctr_nxt;
      ptr <= ptr_nxt;
      stall_ctr <= stall_ctr_nxt;
   end
end
assign data      = frame;
assign valid     = frame_valid;
assign last_page = ptr_page_end == 0;
endmodule
`default_nettype none
module fifo #(
   parameter DEPTH = 8,
   parameter WORD_WIDTH = 8
)(
   input wire clk,
   input wire rst,
   output wire wr_ready,
   input wire wr_valid,
   input wire [WORD_WIDTH-1:0] wr_data,
   input wire rd_ready,
   output wire rd_valid,
   output wire [WORD_WIDTH-1:0] rd_data
);
   localparam PTRLEN = $clog2(DEPTH);  
   reg [PTRLEN:0] rd_ptr, wr_ptr;
   wire [PTRLEN-1:0] rd_addr = rd_ptr[PTRLEN-1:0];
   wire [PTRLEN-1:0] wr_addr = wr_ptr[PTRLEN-1:0];
   reg [WORD_WIDTH-1:0] mem [0:DEPTH-1];
   wire [PTRLEN:0] level = wr_ptr - rd_ptr;
   wire empty = (level == 0);
   wire full = (level == {1'b1, {(PTRLEN){1'b0}}});
   always @(posedge clk or negedge rst) begin
      if (~rst) begin
         rd_ptr <= 0;
         wr_ptr <= 0;
         for (integer i = 0; i < DEPTH; i++) begin
            mem[i] <= 0;
         end
      end else begin
         if (rd_ready && rd_valid) begin
            rd_ptr <= rd_ptr + 1;
         end
         if (wr_ready && wr_valid) begin
            mem[wr_addr] <= wr_data;
            wr_ptr <= wr_ptr + 1;
         end
      end
   end
   assign rd_valid = !empty;
   assign wr_ready = !full;
   assign rd_data = mem[rd_addr];
endmodule
`default_nettype none
module lcd_st7789v3 (
   input  wire clk,
   input  wire rst,
   output wire lcd_rst,
   output wire lcd_rs,
   output wire lcd_sd,
   output wire lcd_sck,
   output wire lcd_cs
);
localparam STALL_CTR_WIDTH = 24;
localparam WORD_WIDTH      = 9;
localparam DRIVER_RESET   = 3'b000;
localparam DRIVER_START   = 3'b001;
localparam DRIVER_HWRST   = 3'b010;
localparam DRIVER_INITSEQ = 3'b011;
localparam DRIVER_WRMEM   = 3'b100;
localparam DRIVER_IDLE    = 3'b101;
reg[2:0] state, state_nxt;
reg io_rst;
wire io_rs;
wire io_sd;
wire io_cs;
wire io_sck;
wire fifo_wr_ready;
wire fifo_rd_valid;
wire [WORD_WIDTH-1:0] fifo_rd_data;
wire serdes_ready;
wire decoder_valid;
wire decoder_last_page;
reg decoder_en;
wire decoder_upstream_wait = fifo_rd_valid || !serdes_ready;  
wire [WORD_WIDTH-1:0] decoder_data;
wire [WORD_WIDTH-1:0] ram_writer_data;
wire ram_writer_valid;
wire ram_writer_done;
reg ram_writer_en;
wire [WORD_WIDTH-1:0] fifo_wr_data = state == DRIVER_INITSEQ ? decoder_data : ram_writer_data;
wire fifo_wr_valid = state == DRIVER_INITSEQ ? decoder_valid : ram_writer_valid;
fifo #(.WORD_WIDTH(WORD_WIDTH)) f0 (
   .clk     (clk),
   .rst     (rst),
   .wr_ready(fifo_wr_ready),
   .wr_valid(fifo_wr_valid),
   .wr_data (fifo_wr_data),
   .rd_ready(serdes_ready),
   .rd_valid(fifo_rd_valid),
   .rd_data (fifo_rd_data)
);
serdes #(.PACKET_WIDTH(WORD_WIDTH)) ser0 (
   .clk  (clk),
   .rst  (rst),
   .ready(serdes_ready),
   .valid(fifo_rd_valid),
   .data (fifo_rd_data),
   .sd   (io_sd),
   .cs   (io_cs),
   .sck  (io_sck),
   .rs   (io_rs)
);
decoder #(.PACKET_WIDTH(WORD_WIDTH)) d0 (
.clk              (clk),
   .rst           (rst),
   .en            (decoder_en),
   .upstream_wait (decoder_upstream_wait),
   .valid         (decoder_valid),
   .ready         (fifo_wr_ready),
   .data          (decoder_data),
   .last_page     (decoder_last_page)
);
reg stall_en;
reg [STALL_CTR_WIDTH-1:0] stall_cycles;
wire stall_done;
stall s0 (
   .clk   (clk),
   .rst   (rst),
   .en    (stall_en),
   .cycles(stall_cycles),
   .done  (stall_done)
);
ram_writer #(.PACKET_WIDTH(WORD_WIDTH)) rw0 (
   .clk   (clk),
   .rst   (rst),
   .en    (ram_writer_en),
   .done  (ram_writer_done),
   .ready (fifo_wr_ready),
   .valid (ram_writer_valid),
   .data  (ram_writer_data)
);
always @(*) begin
   state_nxt = state;
   stall_en = 0;
   stall_cycles = 0;
   decoder_en = 1'b0;
   ram_writer_en = 1'b0;
   io_rst = 1'b1;
   case (state)
      DRIVER_RESET: begin
         state_nxt = DRIVER_START;
         stall_en = 1'b1;
         stall_cycles = 10;
      end
      DRIVER_START: begin
         if (stall_done) begin
            state_nxt = DRIVER_HWRST;
            stall_en = 1'b1;
            stall_cycles = 4;
         end
      end
      DRIVER_HWRST: begin
         io_rst = 1'b0;
         if (stall_done) begin
            state_nxt = DRIVER_INITSEQ;
            decoder_en = 1'b1;
         end
      end
      DRIVER_INITSEQ: begin
         if (decoder_last_page && !decoder_upstream_wait) begin
            state_nxt = DRIVER_WRMEM;
            ram_writer_en = 1'b1;
         end
      end
      DRIVER_WRMEM: begin
         if (ram_writer_done) state_nxt = DRIVER_IDLE;
      end
      DRIVER_IDLE: begin
      end
   endcase
end
always @(posedge clk or negedge rst) begin
   if (~rst) begin
      state <= DRIVER_RESET;
   end else begin
      state <= state_nxt;
   end
end
assign lcd_rst = io_rst;
assign lcd_rs = io_rs;
assign lcd_sd = io_sd;
assign lcd_cs = io_cs;
assign lcd_sck = io_sck;
endmodule
`default_nettype none
module ram_writer #(
   parameter WORD_WIDTH = 8,
   parameter PACKET_WIDTH = 9
)(
   input wire clk,
   input wire rst,
   output reg valid,
   input wire ready,
   output reg [PACKET_WIDTH-1:0] data,
   input wire en,
   output reg done
);
localparam IDLE = 2'b00;
localparam CMD = 2'b01;
localparam DATA = 2'b10;
localparam RED = {{6{1'b1}}, 2'b00};
localparam GREEN = {8{1'b0}};
localparam BLUE = {8{1'b0}};
localparam DATA_MAX_CNT = 3*135*120;  
reg [1:0] state, state_nxt;
reg [$clog2(DATA_MAX_CNT)-1:0] data_ctr, data_ctr_nxt;
always @(*) begin
   state_nxt = state;
   data_ctr_nxt = data_ctr;
   valid = 1'b1;
   done = 1'b0;
   data = 0;
   case (state)
      IDLE: begin
         if (en) state_nxt = CMD;
         valid = 1'b0;
      end
      CMD: begin
         if (ready) begin  
            state_nxt = DATA;
            data_ctr_nxt = DATA_MAX_CNT - 1;
            data = {1'b0, 8'h2C};  
         end
      end
      DATA: begin
         if (ready) begin
            data_ctr_nxt = data_ctr - 1;
            case (data_ctr % 3)
               2'b00: data = {1'b1, BLUE};
               2'b01: data = {1'b1, GREEN};
               2'b10: data = {1'b1, RED};
            endcase
         end
         if (data_ctr == 0) begin
            state_nxt = IDLE;
            done = 1'b1;
         end
      end
   endcase
end
always @(posedge clk or negedge rst) begin
   if (~rst) begin
      state <= IDLE;
      data_ctr <= 0;
   end else begin
      state <= state_nxt;
      data_ctr <= data_ctr_nxt;
   end
end
endmodule
`default_nettype none
module serdes #(
   parameter WORD_WIDTH = 8,
   parameter PACKET_WIDTH = 9  
) (
   input wire clk,
   input wire rst,
   output reg ready,
   input wire valid,
   input wire [PACKET_WIDTH-1:0] data,
   output wire sd,
   output wire cs,
   output wire sck,
   output wire rs
);
localparam BIT_PTR_MAX = (1 << $clog2(WORD_WIDTH)) - 1;
localparam RSEL_MSB = PACKET_WIDTH-1;
reg [$clog2(WORD_WIDTH)-1:0] bit_ptr, bit_ptr_nxt;
reg [PACKET_WIDTH-1:0] frame, frame_nxt;
wire last_bit = bit_ptr == 0;
localparam IDLE = 2'b00;
localparam ACTIVE = 2'b01;
reg [1:0] state, state_nxt;
always @(posedge clk or negedge rst) begin
   if (~rst) begin
      bit_ptr <= BIT_PTR_MAX;  
      frame <= 0;
      state <= IDLE;
   end else begin
      bit_ptr <= bit_ptr_nxt;
      frame <= frame_nxt;
      state <= state_nxt;
   end
end
always @(*) begin
   state_nxt = state;
   frame_nxt = frame;
   bit_ptr_nxt = bit_ptr;
   ready = 1'b0;
   case (state)
      IDLE: begin
         ready = 1'b1;
         if (valid && ready) begin
            state_nxt = ACTIVE;
            frame_nxt = data;
         end
      end
      ACTIVE: begin
         if (last_bit) begin
            bit_ptr_nxt = BIT_PTR_MAX;
            ready = 1'b1;
            if (valid && ready)  
               frame_nxt = data;
            else
               state_nxt = IDLE;
         end else begin
            bit_ptr_nxt = bit_ptr - 1;
         end
      end
   endcase
end
assign sd = frame[bit_ptr];
assign rs = frame[RSEL_MSB];
assign cs = !(state == ACTIVE);
assign sck = clk && ~cs;
endmodule
`default_nettype none
module stall #(
   parameter CTR_WIDTH = 24
) (
   input wire clk,
   input wire  rst,
   input wire [CTR_WIDTH-1:0] cycles,
   input wire en,
   output wire done
);
reg stalling;
reg [CTR_WIDTH-1:0] ctr;
wire last = ctr == 0;
always @(posedge clk or negedge rst) begin
   if (~rst) begin
      stalling <= 1'b0;
      ctr <= 0;
   end else begin
      if (en && (!stalling || last)) begin  
         stalling <= 1'b1;
         ctr <= cycles - 1;
      end else if (stalling) begin
         if (last)
            stalling <= 0;
         else
            ctr <= ctr - 1;
      end
   end
end
assign done = last && stalling;
endmodule
==> /design/flow/run.sh <==
#!/bin/bash
# OpenROAD 26Q1-2900-gdf79404cd8, Yosys 0.63+post, stock flow scripts
make -C /OpenROAD-flow-scripts/flow DESIGN_CONFIG=/design/flow/config.mk WORK_HOME=/design/flow/orfs finish
==> /design/flow/config.mk <==
export PLATFORM = sky130hd
export DESIGN_NAME = lcd_st7789v3
export DESIGN_NICKNAME = lcd_st7789v3
export VERILOG_FILES = /design/flow/design.v
export SDC_FILE = /design/flow/constraint.sdc
export NUM_CORES = 4
export LEC_CHECK = 1
export CORE_UTILIZATION = 40
==> /design/flow/constraint.sdc <==
current_design lcd_st7789v3

set clk_period 6.6
set clk_io_pct 0.2

create_clock -name clk0 -period $clk_period [get_ports {clk}]

set non_clock_inputs [all_inputs -no_clocks]
set_input_delay [expr $clk_period * $clk_io_pct] -clock clk0 $non_clock_inputs
set_output_delay [expr $clk_period * $clk_io_pct] -clock clk0 [all_outputs]
==> impl.org <==
#+TITLE: Implementation results

** Synthesis
- The synthesized design contains 0 enable-type register cells.
- FF+latch count, synth :: 179
- In this run, distinct cell masters in the synthesized netlist total 116.
- Sequential-to-total area share from yosys stat :: 0.333
- For this design, Yosys synthesis ends with a cell count of 1648.
- Yosys reports a chip area of 13500 um^2.
- Post-synthesis instance total :: 1648
- Ranked by total cell area, the synthesized netlist is headed by sky130_fd_sc_hd__dfrtp_1, sky130_fd_sc_hd__nor2_1, sky130_fd_sc_hd__o21ai_0.
- Synth warn :: 7
- Cell area after technology mapping :: 13500 um^2
- Dividing the synthesized area by the synthesized cell count gives 8.20 um^2.
- After synthesis, the share of flip-flops with an asynchronous set or reset is 1.00.
- Dominant cell area share :: 0.313
- sky130_fd_sc_hd__dfrtp_1 takes more of the synthesized area than any other cell.
- Predominant post-synthesis flop cell :: sky130_fd_sc_hd__dfrtp_1

** Worst setup path
- Element type at the critical path start :: flip-flop
- In this design, the critical path's most frequently occurring cell is sky130_fd_sc_hd__xnor2_2.
- The timing report shows that the slowest cell on the worst path is sky130_fd_sc_hd__dfrtp_1.
- For the worst setup path, the data arrival time is 8.35 ns.
- Along the worst path, the maximum fanout reaches 6.
- The timing report gives the biggest stage delay along the critical path as 0.43 ns.
- For reference, the most critical setup path is categorized as flip-flop to flip-flop.
- STA classifies the critical path endpoint as a flip-flop.
- Data required time of the critical path :: 7.06 ns

** CTS
- For reference, the clock transition at the flip-flops on the worst setup and hold paths is 0.07 ns.
- Count of hold-fix buffers inserted at cts :: 0
- TritonCTS clock tree :: built
- Clock insertion delay at the later pin of the skew report :: 0.55 ns

** Finish
- Among logic cells in the layout, the one with the most instances is sky130_fd_sc_hd__buf_4.
- Layout cells sized above 1 :: 0.265
- Area added between synthesis and finish :: 28.9%
- Top library cells by usage in the layout, fill and taps aside :: sky130_fd_sc_hd__buf_4, sky130_fd_sc_hd__nor2_1, sky130_fd_sc_hd__dfrtp_1, sky130_fd_sc_hd__nand2_1, sky130_fd_sc_hd__o21ai_0
- For this run, the number of standard cells in the final layout without fillers is 2309.
- Number of filler instances in the final layout :: 2950

** Die
- The floorplan step set the die height to 186 um.
- The die is 186 um wide.
- Die Area :: 34500 um^2
- Count of pins on the block boundary :: 7
- The share of the core area taken by cells at floorplan is 0.411.
- In this run the standard cell core region covers 32900 um^2.
- Site Rows :: 66

** Pwr
- Summed over all cells, the static leakage comes to 0.00762 uW.
- The power report attributes to the combinational group a share of 0.195.
- Sequential share of power :: 0.434
- For this design the ratio of total power to cell area is 173 nW/um^2.
- Total power for the finished layout comes to 3020 uW.
- Internal power :: 2040 uW
- Switching part of the total :: 0.326
- Looking at the VDD voltage map, the peak drop is 168 uV.
- The share of total power dissipated in the clock network is 0.371.
- The power report puts the net switching power at 983 uW.

** Route
- Antenna violation net count after detailed routing :: 0
- Via count :: 13300
- Summed over all layers, the routed wires come to 38600 um.
- Number of design rule violations left after detail routing :: 0
- 0 antenna diodes ended up in the layout.
- Number of detailed-route iterations in the first pass :: 6
- Via density per instance :: 5.74
- Number of DRC violations after detailed-routing iteration 0 :: 895
- Per-cell routed wire length :: 16.7 um

** Final timing
- Slew of the pin with the lowest slew margin :: 1.05 ns
- Post-layout period usage of the worst path :: 1.19
- Checking max transition, the worst relative margin is 0.299.
- Once routing completed, OpenROAD measured the worst setup slack at -1.28 ns.
- Final Hold Viols :: 0
- Based on the critical path, the design can be clocked at up to 0.127 GHz.
- Counting I/O delays and the setup requirement, the final critical path takes 7.88 ns.
- Count of endpoints failing setup in the final report :: 56
- Maximum clock skew at final layout :: 0.0137 ns
- Max-slew violation count :: 0
- RSZ-0062 raised after global routing :: true

** Global routing
- The number of antenna violations at the first check in global routing was 0.
- The number of global-route vias before repair was 12300.
- The global route stage reports its total congestion overflow as 0.
- First-pass GRT wire length :: 62700 um
- Entering global routing, the biggest net connects 83 pins.
- Across every metal layer, demand over resource in global routing totals 0.232.

** Job
- The run reported a max-capacitance violation count of 0.
- OpenROAD warning count :: 44

** Placement
- The count of buffers added on input and output ports is 6.
- Detailed placement ended at an HPWL of 26300 um.
- Final estimated routing congestion in global placement :: 0.887
- The number of placed instances, taps included, is 2235.

** Run status
- The checks that failed: negative setup slack.
- The run finished, with violations left.

** Min path
- Class of the worst hold path :: flip-flop to flip-flop
[sequential cells by signal, indices dropped and copies added, names as in the netlist, named ones only]
signal	flops
d0.ptr	5
s0.stalling	1
rw0.data_ctr	16
ser0.bit_ptr	3
d0.stall_ctr	24
s0.ctr	24
f0.wr_ptr	4
f0.mem	72
state	3
d0.arg_ctr	3
ser0.frame	9
rw0.state	3
f0.rd_ptr	4
ser0.state	2
d0.state	5
[final timing paths]
check                                   endpoint        startpoint  cells past startpoint  slack, ns
worst min register to register  d0.stall_ctr[10]  d0.stall_ctr[10]                      1       0.48
worst max-delay path                f0.mem[4][7]  rw0.data_ctr[15]                     36      -1.28
worst min-delay path            d0.stall_ctr[10]  d0.stall_ctr[10]                      1       0.48
worst max register to register      f0.mem[4][7]  rw0.data_ctr[15]                     36      -1.28
min in group asynchronous           f0.wr_ptr[0]               rst                      1       0.82
max in group asynchronous           f0.mem[7][7]               rst                      2       4.54
[worst max-delay path, delay by kind of cell (launching register included)]
family / cells / cell delay, ns
xor gates and xnor gates: 3 / 0.47
AOI/OAI and AO/OA: 15 / 3.19
DFF: 1 / 0.43
buffers and inverters: 4 / 0.66
and+or+nand+nor: 11 / 2.33
adders and majority gates: 3 / 0.71
[power by group through the flow]
stage     clock network [uW]  logic, uW  registers, uW
6_report                1120        590           1310
5_1_grt                 1190        655           1330
4_1_cts                 1140        527           1310
[cells in the mapped netlist, drive strengths merged, types with 7 or more instances]
cell type,instances
nand4,12
a222oi,9
nor3b,7
a211oi,22
mux2,32
a21oi,113
inv,59
o22ai,10
xor2,14
a21o,12
a221oi,13
nand2,160
buf,25
o211ai,19
a41oi,10
and3,23
and2,15
dfstp,10
o2111ai,7
o21a,10
xnor2,53
a22oi,10
nor3,57
nor2,187
a22o,10
a311oi,8
ha,38
nand2b,22
o31ai,10
mux2i,9
dfrtp,169
nor4,17
o21ai,131
clkbuf,80
or3,13
nand3,54
or2,11
a31oi,61
nor2b,9
[routing by layer]
layer,part of all wire,vias to the layer above,global-route usage
met5,0,-,0
met3,0.049,36,0.0375
met4,0.013,0,0.0357
met1,0.48,6375,0.354
li1,-,6518,-
met2,0.46,322,0.361
[layout make-up]
type,instances,area [um^2],share of cell area
flip-flops and latches,179,4490,0.258
inverters,63,236,0.0136
multi-input cells,1301,9060,0.520
clock buffers,22,514,0.0295
clock inverters,14,165,0.00948
well taps,442,553,0.0318
repair buffers,288,2390,0.137
[logic make-up (layout without fill, tap and decap cells)]
logic type | Yosys count | count (layout) | share of synthesized area
AND-OR/OR-AND | 530 | 530 | 0.271
XOR/XNOR | 67 | 67 | 0.0446
adder cells (fa/ha/maj) | 40 | 40 | 0.0382
buffers and inverters | 168 | 387 | 0.0518
flip-flops | 179 | 179 | 0.333
multiplexers | 44 | 44 | 0.0384
other | 1 | 1 | 0.000278
AND/OR/NAND/NOR | 619 | 619 | 0.224
[what timing repair did]
| item | in CTS | in global routing |
|---|---|---|
| setup endpoints to repair | 56 | 56 |
| gates cloned | 4 | 3 |
| gates resized | 44 | 60 |
| buffers inserted | 18 | 18 |
| pin swaps | 19 | 23 |
[stage by stage]
| step | hold slack (ns) | setup TNS [ns] | setup slack [ns] | util | area [um^2] |
|---|---|---|---|---|---|
| 4_1_cts | 0.484 | -64.98 | -1.20 | 0.513 | 16800 |
| 5_1_grt | 0.498 | -88.95 | -1.64 | 0.530 | 17400 |
| 3_3_place_gp | 0.459 | -68.85 | -1.26 | 0.476 | 15600 |
| 6_report | 0.479 | -69.25 | -1.28 | 0.530 | 17400 |
| 2_1_floorplan | 0.446 | -77.10 | -1.46 | - | 13600 |
| 3_5_place_dp | 0.468 | -74.35 | -1.38 | 0.476 | 15600 |
Power is estimated from default activity; no workload was simulated.
